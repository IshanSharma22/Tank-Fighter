==> flow/design.v <==
`timescale 1ns / 1ps
module debouncer(button, clk, buttonout);
input button;
input clk;
output buttonout;
reg buttonout_reg = 0;
reg[15:0] counter;
always @ (posedge clk)
begin
	if (button == 0)
	begin
		counter <= 0;
		buttonout_reg <= 0;
	end
	else
	begin
		counter <= counter +1'b1;
		if (counter == 16'h8fff)
		begin
			buttonout_reg <= 1;
			counter <= 0;
		end
	end
end
assign buttonout = buttonout_reg;
endmodule
==> flow/run.sh <==
#!/bin/bash
# OpenROAD 26Q1-2900-gdf79404cd8, Yosys 0.63+post, stock flow scripts
make -C /OpenROAD-flow-scripts/flow DESIGN_CONFIG=/design/flow/config.mk WORK_HOME=/design/flow/orfs finish
==> flow/config.mk <==
export PLATFORM = sky130hd
export DESIGN_NAME = debouncer
export DESIGN_NICKNAME = debouncer
export VERILOG_FILES = /design/flow/design.v
export SDC_FILE = /design/flow/constraint.sdc
export NUM_CORES = 4
export LEC_CHECK = 1
export CORE_AREA = 10 10 90 90
export DIE_AREA = 0 0 100 100
==> flow/constraint.sdc <==
current_design debouncer

set clk_period 3.8
set clk_io_pct 0.2

create_clock -name clk0 -period $clk_period [get_ports {clk}]

set non_clock_inputs [all_inputs -no_clocks]
set_input_delay [expr $clk_period * $clk_io_pct] -clock clk0 $non_clock_inputs
set_output_delay [expr $clk_period * $clk_io_pct] -clock clk0 [all_outputs]
==> CHANGELOG.md <==
## Implementation

* Longest Clk Path Bufs at 2
* First-pass GRT wire length at 2201 um
* Async set-or-reset flop fraction in the synthesized netlist at 0
* Arrival time at the worst endpoint at 2.08 ns
* WL final at 1191 um
* Synth Area per Inst at 8.911 um2
* Latency at later pin at 0.24 ns
* Cell chain of the critical path: ha_1 -> nand3_1 -> or4_4 -> o21ai_2 -> nor2_1
* Initial antenna violation count at 0
* CP top delay family: simple AND/OR/NAND/NOR gates
* Layout cells sized above 1 at 0.06897
* PD cells at 362.3 nW/um2
* Core Footprint at 6277 um2
* Fin Setup TNS at 0 ns
* Period utilization at 0.5168
* Synth Flop Type: dfxtp_1
* Layout fillers at 703
* Cell count listed in synth_stat.txt at 82
* Starting DRT DRC Count at 11
* Place WS at 1.823 ns
* Fin worst setup slack at 1.836 ns
* PortBufs at 2
* Achievable Freq at 509.2 MHz
* Via count at 547
* ANT nets after route at 0
* Seq/Total Area, Yosys at 0.4658
* Flop2flop setup slack at 1.84 ns
* #FFs+latches synth at 17
* Setup bufs post-CTS at 0
* RSZ-0062 raised after global routing: no
* Synth cell types at 24
* GP Congestion at 0.7651
* Share of the synthesized area in the top cell type at 0.4658
* Final HPWL DP at 865.4 um
* Via/cell ratio at 3.335
* Yosys top cell by instances: dfxtp_1
* Final setup skew at 0.002779 ns
* Headroom to the max-slew limit at 0.6528
* Cell Area, Synth at 730.7 um2
* Startpoint Class: flop
* Max Cap Viol at 0
* CP max FO at 13
* Total gr overflow at 0
* Worst-Margin Slew at 0.5207 ns
* YS chip area at 730.7 um2
* CP max stage delay at 0.53 ns
* Lkg Pwr at 0.0002802 uW
* Critical-path top delay cell: or4_4
* Status: completed
* First-pass DRT Iterations at 4
* Die Footprint at 10000 um2
* Number of global-route vias before repair at 504
* Num Clock Sinks at 17
* All-layer global routing usage at 0.02544
* Htree depth at 1
* Final Hold Fails at 0
* Peak VDD IR at 0.2243 mV
* CTS tree: done
* Critical Path End Type: flop
* Max reg flops at 16
* Fp util at 0.1164
* Largest net degree at the start of global routing at 14
* CP Buf/Inv Count at 0
* Top cells by count: dfxtp_1, nor2_1, nand3_1
* YS warnings at 1
* EDFF count, synth at 0
* Synth Instances at 82
* DR WL/cell at 7.262 um
* # diodes at 0
* Residual DRC at 0
* Yosys top cell by area: dfxtp_1
* Min Tclk post-route at 1.964 ns
* Tool warning count at 25
* Final Slew Violations at 0
* WS Path Type: flop to flop
* WP data required at 3.91 ns
* Main area contributors: dfxtp_1, xnor2_1, nor2_1
* Root Buffer: clkbuf_8
* Die Width at 100 um
* Worst-path clk slew at 0.06 ns
* Number of core rows at 29
* P&R area growth vs syn at 21.40%
* Die height at 100 um
* IO Pins at 3
* Cts hold-fix bufs at 0
* Finish-stage setup viols at 0
* Total CTS buffers at 3
* PostCTS Resize Cnt at 0
* Hold Path Class: flop to flop
-- routing by layer --
metal / GRT usage / vias up / share of wire
li1: - / 294 / -
met1: 0.03400 / 246 / 0.49
met2: 0.03833 / 5 / 0.45
met3: 0.009715 / 2 / 0.045
met4: 0.005435 / 0 / 0.024
met5: 0 / - / 0
-- cell usage in the layout (no fill, tap or decap), types with 3 or more instances in the layout --
master and instances:
clkbuf_8 3, nand3_1 9, nand2_1 3, inv_1 3, xnor2_1 6, xor2_1 5, nor3_1 4, nor2_1 13
nand4_1 3, dfxtp_1 17
-- through the flow --
| stage | power (uW) | instance area, um2 | hold slack (ns) | std cells | utilization |
|---|---|---|---|---|---|
| final | 321.4 | 887.1 | 0.4655 | 164 | 0.1413 |
| after floorplan | 194.0 | 730.7 | 0.4177 | 82 | - |
| after CTS | 327.5 | 887.1 | 0.4699 | 164 | 0.1413 |
| after global routing | 335.4 | 887.1 | 0.4840 | 164 | 0.1413 |
| after detailed placement | 197.3 | 842.1 | 0.4551 | 160 | 0.1341 |
| after global placement | 196.7 | 842.1 | 0.4481 | 160 | 0.1341 |
-- power breakdown --
group | switching (uW) | internal, uW
clock | 53.8 | 74.1
sequential | 3.11 | 181
combinational | 5.37 | 3.92
-- worst reg2reg max path, stage by stage (launching register included) --
cell	delay [ns]
dfxtp_1	0.38
ha_1	0.26
nand3_1	0.12
or4_4	0.53
o21ai_2	0.45
nor2_1	0.10
-- cell families after synthesis --
family / Yosys count / synth area share
xor+xnor: 11 / 0.1318
fa+ha+maj: 1 / 0.01712
buf+inv: 4 / 0.02225
compound gates: 6 / 0.05480
simple gates: 42 / 0.2945
mux: 1 / 0.01370
flops: 17 / 0.4658
-- final timing paths --
kind / start / end / cells after the start
max: counter[0] / counter[2] / 5
min: buttonout_reg / buttonout_reg / 1
max reg2reg: counter[0] / counter[2] / 5
min reg2reg: buttonout_reg / buttonout_reg / 1
-- area by class of cell --
class	instances	area, um2	area share
clock buffer	4	45.04	0.05078
inverter	3	11.26	0.01269
sequential	17	340.3	0.3836
multi-input combinational	61	374.1	0.4217
timing repair buffer	2	20.02	0.02257
tap	77	96.34	0.1086
Power is estimated from default activity; no workload was simulated.
