===== flow/run.sh =====
#!/bin/bash
# OpenROAD 26Q1-2900-gdf79404cd8, Yosys 0.63+post, stock flow scripts
make -C /OpenROAD-flow-scripts/flow DESIGN_CONFIG=/design/flow/config.mk WORK_HOME=/design/flow/orfs finish

===== flow/config.mk =====
export PLATFORM = sky130hd
export DESIGN_NAME = clk_divider
export DESIGN_NICKNAME = clk_divider
export VERILOG_FILES = /design/flow/design.v
export SDC_FILE = /design/flow/constraint.sdc
export NUM_CORES = 4
export LEC_CHECK = 1
export CORE_UTILIZATION = 30

===== flow/constraint.sdc =====
current_design clk_divider

set clk_period 5.2
set clk_io_pct 0.2

create_clock -name clk0 -period $clk_period [get_ports {clk}]

set non_clock_inputs [all_inputs -no_clocks]
set_input_delay [expr $clk_period * $clk_io_pct] -clock clk0 $non_clock_inputs
set_output_delay [expr $clk_period * $clk_io_pct] -clock clk0 [all_outputs]

===== flow/design.v =====
`timescale 1ns / 1ps
module clk_divider(clk, clk5, clk25);
	input clk;
	output reg clk5 = 0;
	output reg clk25 = 0;
	reg [25:0] counter5 = 0;
	reg [5:0] counter25 = 0;
	always @(posedge clk)
	begin
		if (counter5 == 5000000)
		begin
			clk5 = ~clk5;
			counter5 = 0;
		end
		else
			counter5 = counter5 + 1;
		if (counter25 == 1)
		begin
			clk25 = ~clk25;
			counter25 = 0;
		end
		else
			counter25 = counter25 + 1;
	end
endmodule

==> flow_summary.yaml <==
# flow metrics
status:
  status: "complete, no violations"
drt:
  routedWlPerCell_um: 10.6
  drtIter0Drc: 48
  insertedDiodeCount: 0
  drc: 0
  postRouteAntennaNets: 0
  vias: 1043
  drt_pre_antenna_iters: 4
  routed_via_density: 4.62
  drt_wl_total_um: 2390
clock_tree:
  cts.clk_slew.worst_paths_ps: 70
  post_cts_resized: 0
  h-tree-depth: 2
  post_cts_buffers: 0
  clk_latency_ps: 280
  cts_tree: "built"
  cts_buffer_depth: 2
  hold_buffers: 0
  cts_root_buf: "clkbuf_8"
  cts_sinks: 34
  cts-buffers-inserted: 5
cells_and_area:
  area_growth_pct: 10.8
  drive_above_1_share_pct: 8.18
  stdcell_count: 226
timing:
  finalSetupViolations: 0
  fin_worst_skew_ps: 4.27
  worstMarginPinSlew_ps: 465
  drv_slew: 0
  worst_slack_ps: 3090
  period_used_pct: 40.7
  holdWs_ps: 463
  hold_violations: 0
  min_period_ps: 2110
  max_freq_ghz: 0.473
  slew_headroom_pct: 69.0
  timing.setup.tns_ps: 0
  rsz0062_at_grt: "false"
global_routing:
  overflow: 0
  grt_pass1_wl_um: 4200
  grt_max_degree: 13
  grt_pass1_vias: 952
  grt_usage_pct: 10.1
  antenna_found_initial: 0
worst_setup_path:
  crit_type: "reg -> out"
  worstPathArrival_ps: 1070
  cp.required_ps: 4160
  setup.worst_path.start_class: "flop"
  rr_startpoint: "counter5[0]"
  cp_top_family: "buffers and inverters"
  path_buffers: 1
  cp_max_fo: 2
  endpoint_kind: "output pin"
  startpoint: "clk5"
  critical-path-max-stage-delay_ps: 450
  path_cells: "clkdlybuf4s50_1"
  cp_slowest_cell: "clkdlybuf4s50_1"
synth:
  synth-warning-count: 1
  synth-async-reset-ratio_pct: 0
  synth_top_area_share_pct: 42.6
  ys_types: 28
  ys_ff: 34
  avgSynthCellArea_um2: 9.84
  syn_area_um2: 1510
  ys_seq_share_pct: 46.6
  ys_area_um2: 1510
  most_common_cell: "dfxtp_1"
  ys_dominant_reg_cell: "dfxtp_1"
  topCellsByArea: "dfxtp_1 (43%), xnor2_1 (9.9%), nand4_1 (5.4%), xor2_1 (4.7%), edfxtp_1 (4.0%)"
  ys_cells: 153
  edf_count: 2
  synthTopCellsByCount: "dfxtp_1 (32), xnor2_1 (17), nor2_1 (14)"
  netlist_instances: 153
  top_area_cell: "dfxtp_1"
placed_design:
  place_congestion: 0.814
  dpl.hpwl_um: 1710
  portBuffers: 2
  pre_cts_slack_ps: 3370
  placed_cells: 218
flow_run:
  warnings: 27
  cap_violations: 0
power_and_ir_drop:
  p_leak_nw: 0.572
  p_total_w: 0.000441
  ir_worst_vdd_mv: 0.137
  p_per_area_nw_per_um2: 265
floorplanning:
  fp_util_pct: 31.5
  coreArea_um2: 4790
  die_width_um: 72.8
  die_h_um: 72.8
  die-area_um2: 5300
  ios: 3
  rows: 25
hold_path:
  hp-class: "reg -> reg"
  worstHoldStart: "counter5[25]"
==> kinds of logic after synthesis <==
| group | synth area share (%) |
|---|---|
| flops | 46.6 |
| simple gates | 29.3 |
| buf+inv | 3.49 |
| fa+ha+maj | 3.33 |
| compound gates | 2.83 |
| xor+xnor | 14.5 |
==> power by group <==
group               total (W)  leakage, nW  internal, W  switching [W]
registers            0.000263        0.281     0.000263              0
logic          0.000000000249        0.249            0              0
clock network        0.000179       0.0426    0.0000918      0.0000870
total                0.000441        0.572     0.000354      0.0000870
==> area by class of cell <==
type | instances | area, µm²
Fill cell | 460 | 3120
Multi-Input combinational cell | 107 | 752
Sequential cell | 34 | 701
Tap cell | 67 | 83.8
Clock buffer | 6 | 72.6
Inverter | 8 | 30.0
Timing Repair Buffer | 2 | 20.0
Clock inverter | 2 | 8.76
==> path summary, 6_finish.rpt <==
| kind | endpoint | slack, ps | cells past startpoint |
|---|---|---|---|
| setup / recovery | clk5 | 3090 | 1 |
| hold / removal | counter5[25] | 460 | 1 |
| setup reg to reg | clk5 | 3360 | 5 |
| hold reg to reg | counter5[25] | 460 | 1 |
==> registers in the layout, summed over array words and instances (netlist names) <==
register   count
clk25          1
clk5           1
counter25      6
counter5      26
==> through the flow <==
| step | instance area (µm²) | utilization, % |
|---|---|---|
| finish | 1670 | 34.8 |
| global route | 1670 | 34.8 |
| CTS | 1670 | 34.8 |
| detailed placement | 1590 | 33.2 |
| global placement | 1590 | 33.2 |
| floorplan | 1510 | - |
==> cell usage in the layout (no fill, tap or decap), types with 2 or more instances in the layout <==
cell / netlist / layout
a21oi_1: 3 / 3
nor2_1: 14 / 14
clkdlybuf4s50_1: 0 / 2
nor4_4: 2 / 2
dfxtp_1: 32 / 32
nor3_1: 5 / 5
nand2_1: 10 / 10
and2_1: 2 / 2
a31o_2: 2 / 2
xnor2_1: 17 / 17
xor2_1: 8 / 8
and3_1: 2 / 2
nand4_1: 13 / 13
and4_1: 2 / 2
edfxtp_1: 2 / 2
ha_1: 4 / 4
clkbuf_8: 0 / 5
nand3_1: 11 / 11
nor4_1: 4 / 4
inv_1: 8 / 8
==> layer usage <==
| layer | track usage (%) | wire (µm) | vias up | share of wire [%] |
|---|---|---|---|---|
| li1 | - | - | 548 | - |
| met1 | 15.3 | 1210 | 467 | 51 |
| met2 | 15.0 | 1020 | 23 | 43 |
| met3 | 2.66 | 123 | 5 | 5.1 |
| met4 | 1.96 | 38 | 0 | 1.6 |
| met5 | 0 | 0 | - | 0 |
Power figures rest on the tool's default switching activity, not on a simulated workload.
