==> flow/design.v <==
`timescale 1ns / 1ps
module VGA(clk, player_x, player_y, red_out, green_out, blue_out, hsync, vsync);
input clk;
input [9:0] player_x;
input [9:0] player_y;
output [2:0] red_out;
output [2:0] green_out;
output [1:0] blue_out;
output wire hsync;
output wire vsync;
reg [2:0] red;
reg [2:0] green;
reg [1:0] blue;
parameter Hscreen = 800;
parameter Vscreen = 640;
parameter hpixels = 800; 
parameter vlines = 521;  
parameter hpulse = 96; 	 
parameter vpulse = 2; 	 
parameter hbp = 144; 	 
parameter hfp = 784; 	 
parameter vbp = 31; 		 
parameter vfp = 511; 	 
reg [9:0] hc;
reg [9:0] vc;
reg [9:0] sq_fig [9:0];
always @(posedge clk)
begin
	if (hc < hpixels - 1)
		hc <= hc + 1;
	else
	begin
		hc <= 0;
		if (vc < vlines - 1)
			vc <= vc + 1;
		else
			vc <= 0;
	end
end
assign hsync = (hc < hpulse) ? 0:1;
assign vsync = (vc < vpulse) ? 0:1;
always @(*)
begin
	 sq_fig[0][9:0] = 10'b0000000000;
	 sq_fig[1][9:0] = 10'b0111111110;
	 sq_fig[2][9:0] = 10'b0111111110;
	 sq_fig[3][9:0] = 10'b0111111110;
	 sq_fig[4][9:0] = 10'b0111111110;
	 sq_fig[5][9:0] = 10'b0111111110;
	 sq_fig[6][9:0] = 10'b0111111110;
	 sq_fig[7][9:0] = 10'b0111111110;
	 sq_fig[8][9:0] = 10'b0111111110;
	 sq_fig[9][9:0] = 10'b0000000000;
	if (hc >= player_x+hbp && hc < player_x+hbp+10 && vc >= player_y+vbp && vc < player_y+vbp+10)
	begin
		if (sq_fig[hc - player_x][vc - player_y] == 1)
		begin
			red = 3'b111;
			green = 3'b111;
			blue = 2'b11;
		end 
		else;
	end
	else
	begin
		if ( hc >= (hbp+280) && hc < (hbp+360) )
		begin
			if ( vc > (vbp+100) && vc < (vbp+400) )
			begin
				red = 3'b111;
				green = 3'b000;
				blue = 2'b00;
			end
			else
			begin
				red = 3'b000;
				green = 3'b000;
				blue = 2'b11;
			end
		end
		else
		begin
			red = 3'b000;		 
			green = 3'b111;
			blue = 2'b00;
		end
	end
end
assign red_out = red;
assign green_out = green;
assign blue_out = blue;
endmodule
==> flow/run.sh <==
#!/bin/bash
# OpenROAD 26Q1-2900-gdf79404cd8, Yosys 0.63+post, stock flow scripts
make -C /OpenROAD-flow-scripts/flow DESIGN_CONFIG=/design/flow/config.mk WORK_HOME=/design/flow/orfs finish
==> flow/config.mk <==
export PLATFORM = sky130hd
export DESIGN_NAME = VGA
export DESIGN_NICKNAME = VGA
export VERILOG_FILES = /design/flow/design.v
export SDC_FILE = /design/flow/constraint.sdc
export NUM_CORES = 4
export LEC_CHECK = 1
export CORE_UTILIZATION = 30
==> flow/constraint.sdc <==
current_design VGA

set clk_period 2.6
set clk_io_pct 0.2

create_clock -name clk0 -period $clk_period [get_ports {clk}]

set non_clock_inputs [all_inputs -no_clocks]
set_input_delay [expr $clk_period * $clk_io_pct] -clock clk0 $non_clock_inputs
set_output_delay [expr $clk_period * $clk_io_pct] -clock clk0 [all_outputs]
==> run_results.csv <==
group,metric,value,unit
worst_hold_path,whs_endpoint,"hc[0]",
logic_synthesis,syn-cell-area,2700,um^2
layout,layout-drive-gt1-share,7.37,%
cts,clockRootBuffer,"clkbuf_8",
timing,untimed_endpoints,11,
run,timing.max_cap.violations,0,
logic_synthesis,synth_cells,319,
global_route,overflow,0,
placed_design,preCtsSetupSlack,-0.0296,ns
drt,dr.first_iter.drc_count,56,
logic_synthesis,yosys_warnings,2,
critical_path,r2r_start,"vc[3]",
floorplanning,dieWidth,96.9,um
logic_synthesis,ys_types,54,
layout,mostFrequentLayoutCells,"ha_1 (49), clkdlybuf4s50_1 (29), nor2_1 (28), xnor2_1 (25), inv_1 (22)",
timing,max_freq,384,MHz
worst_hold_path,hold_start,"hc[0]",
power,switching_power,238,uW
power,p_leak,1.39,nW
drt,vias_per_cell,4.88,
logic_synthesis,edf_count,10,
power,combPwrFrac,29.6,%
cts,htreeDepth,1,
cts,clk_latency,0.26,ns
cts,path_clk_slew,0.08,ns
timing,relSlewSlack,45.8,%
power,pwr-share-clk,31.8,%
layout,lay_top_count,"ha_1",
timing,hold_viol_final,0,
cts,cts_buffers,3,
worst_hold_path,hp-class,"register to register",
timing,rsz0062_at_grt,"yes",
timing,fin_skew,0.00887,ns
worst_hold_path,hold_path_depth,1,
status,violations,"negative setup slack",
timing,finalSetupViolCount,1,
power,power_density,264,nW/um^2
placed_design,place_hpwl,4.53,mm
timing,fin_crit_sh,100,%
layout,area_delta_synth_final,19.1,%
layout,seqCellArea,546,um^2
timing,worst_slack,-0.00101,ns
layout,fillers,875,
power,sequentialPowerShare,38.6,%
power,sw_frac_of_total,28.0,%
floorplanning,rows,34,
timing,unclocked_regs,3,
critical_path,start_kind,"register",
layout,logic_area,2040,um^2
power,p_int,611,uW
placed_design,gp_congestion,0.836,
critical_path,required,2.08,ns
drt,route.detailed.drc,0,
timing,tns,-0.00101,ns
critical_path,rr_endpoint,"vc[2]",
critical_path,r2r_slack,0.81,ns
critical_path,path_class,"register to output port",
drt,via_count,2249,
timing,worst_pin_slew,0.792,ns
floorplanning,dieHeight,96.9,um
cts,clk_path_buf_depth,2,
timing,final_max_slew_viol_count,0,
global_route,grt_start_max_net_pins,21,
cts,holdBufCountCts,0,
logic_synthesis,ys_cells,319,
critical_path,cp_data_arrival_time,2.08,ns
drt,ant_nets,0,
global_route,antenna_found_initial,0,
floorplanning,dieArea,9390,um^2
global_route,grt_pass1_wl,9.76,mm
floorplanning,core-area,8720,um^2
drt,drt_wl_total,5.51,mm
global_route,grt_pass1_vias,2152,
global_route,grt_util_all_layers,12.4,%
drt,wire_per_inst,11.9,um
critical_path,cp-end-kind,"output port",
drt,n_antenna_cell,0,
power,peakVddDrop,201,uV
critical_path,worst_r2r_path_depth,4,
logic_synthesis,post_synth.cell_area_avg,8.47,um^2
logic_synthesis,ys.flops,23,
logic_synthesis,dominantRegCellSynth,"edfxtp_1",
placed_design,port-buffer-count,30,
drt,first_pass_iters,4,
floorplanning,ios,31,
run,warnings,32,
critical_path,crit_path_max_fanout,3,
logic_synthesis,ys_area,2700,um^2
timing,period_minus_slack,2.60,ns
cts,cts_tree,"built",
logic_synthesis,async_reset_ff_share,0,%
status,status,"complete, but fails checks",
floorplanning,initial_utilization,31.0,%
timing,whs,0.464,ns
[power groups by stage]
stage	combinational [mW]	clock, mW	sequential (mW)
4_1_cts	0.254	0.277	0.327
5_1_grt	0.284	0.289	0.327
6_report	0.251	0.270	0.327
[through the flow]
stage | utilization [%] | total power, mW | cells | cell area (um^2)
finish | 36.9 | 0.849 | 461 | 3220
global route | 36.9 | 0.900 | 461 | 3220
CTS | 36.9 | 0.858 | 461 | 3220
detailed placement | 36.0 | 0.586 | 456 | 3140
global placement | 36.0 | 0.583 | 456 | 3140
floorplan | - | 0.503 | 319 | 2700
[Yosys cell counts, drive strengths merged (5+ instances only)]
library cell	count	area share, %
nand4	6	1.4
o21ai	19	3.9
xor2	16	5.5
nand2	20	3.1
buf	5	1.4
nor2b	6	1.4
xnor2	25	8.1
a21oi	21	3.9
nor2	28	3.9
nand3	10	1.9
nand2b	6	1.4
inv	22	3.1
edfxtp	10	11
or3	6	1.4
nor3	5	0.93
ha	49	23
dfxtp	10	7.4
[kinds of logic after synthesis]
kind of cell | Yosys count | synth area share [%]
and+or+nand+nor | 104 | 20.7
latches | 3 | 1.67
AOI/OAI and AO/OA | 71 | 17.0
buffers and inverters | 29 | 4.72
xor gates and xnor gates | 41 | 13.6
DFF | 20 | 18.5
muxes | 1 | 0.417
adders and majority gates | 50 | 23.4
[registers in the layout, indices dropped and copies added (netlist names)]
| name | flops |
|---|---|
| blue | 1 |
| green | 1 |
| hc | 10 |
| red | 1 |
| vc | 10 |
[layout make-up]
cell class | instances | share of cell area, %
repair buffers | 37 | 10.8
multi-input cells | 267 | 63.4
well taps | 108 | 4.20
clock buffers | 4 | 2.06
inverters | 22 | 2.57
flip-flops and latches | 23 | 17.0
[worst max-delay path by stage]
stage,start,to,slack (ns),cells after the start
6_report,vc[3],vsync,-0.001,4
4_1_cts,vc[3],vsync,-0.08,4
5_1_grt,vc[3],vsync,-0.07,4
[routing by layer]
| metal | GRT usage, % | share of wire, % | up-vias |
|---|---|---|---|
| met2 | 20.0 | 45 | 24 |
| met4 | 0.230 | 0 | 0 |
| met3 | 1.40 | 2.9 | 0 |
| met1 | 19.2 | 52 | 1012 |
| met5 | 0 | 0 | - |
| li1 | - | - | 1213 |
[timing repair]
action                                  CTS  global route
endpoints found under the setup margin    1             1
pin swaps                                 2             1
buffers inserted                          1             0
gates resized                             6             0
[critical path, stage by stage (launching register included)]
cell	delay (ns)
edfxtp_1	0.39
or4_4	0.55
or3_4	0.35
or4_4	0.42
buf_2	0.13
No activity file was given, so power comes from the tool's default toggle rates.
